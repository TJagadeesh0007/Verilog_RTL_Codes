==> config.mk <==
export PLATFORM = sky130hd
export DESIGN_NAME = carry_look_addr
export DESIGN_NICKNAME = carry_look_addr
export VERILOG_FILES = /design/flow/design.v
export SDC_FILE = /design/flow/constraint.sdc
export NUM_CORES = 4
export LEC_CHECK = 1
export CORE_AREA = 10 10 70 70
export DIE_AREA = 0 0 80 80
==> constraint.sdc <==
current_design carry_look_addr

set clk_period 3.8
set clk_io_pct 0.2

create_clock -name clk0 -period $clk_period

set non_clock_inputs [all_inputs -no_clocks]
set_input_delay [expr $clk_period * $clk_io_pct] -clock clk0 $non_clock_inputs
set_output_delay [expr $clk_period * $clk_io_pct] -clock clk0 [all_outputs]
==> design.v <==
module carry_look_addr (a,b,cin,sum,cout);
	input [3:0] a,b;
	input cin;
	output [3:0] sum;
	output cout;
	wire [3:0] g,p;
	wire [4:0] c;
	assign g = a&b;
	assign p = a^b;
	assign c[0] = cin;
	assign c[1] = g[0] | (p[0]&c[0]);
	assign c[2] = g[1] | (p[1]&g[0]) | (p[1]&p[0]&c[0]);
	assign c[3] = g[2] | (p[2]&g[1]) | (p[2]&p[1]&g[0]) | (p[2]&p[1]&p[0]&c[0]);
	assign c[4] = g[3] | (p[3]&g[2]) | (p[3]&p[2]&g[1]) | (p[3]&p[2]&p[1]&g[0]) | (p[3]&p[2]&p[1]&p[0]&c[0]);
	assign sum[0] = p[0] ^ c[0];
	assign sum[1] = p[1] ^ c[1];
	assign sum[2] = p[2] ^ c[2];
	assign sum[3] = p[3] ^ c[3];
	assign cout = c[4];
endmodule
==> run.sh <==
#!/bin/bash
# OpenROAD 26Q1-2900-gdf79404cd8, Yosys 0.63+post, stock flow scripts
make -C /OpenROAD-flow-scripts/flow DESIGN_CONFIG=/design/flow/config.mk WORK_HOME=/design/flow/orfs finish
==> results.yml <==
# physical design summary
final_timing:
  hold_violations: 0
  slew_headroom_pct: 88.78
  slew_violations: 0
  finalSetupTns_ps: 0
  min_period_ps: 3277
  worst_pin_slew_ps: 168.3
  period_used_pct: 86.23
  rsz0062_at_grt: "false"
  setup_viol: 0
  max_freq_mhz: 305.2
run:
  drv_cap: 0
  log.warning_count: 33
pwr:
  power.density_mw_per_mm2: 137.5
  power_mw: 0.05057
  peakVddDrop_mv: 0.05892
  power_leakage_nw: 0.1556
finish:
  drive_gt1_share_pct: 5.882
  area_delta_synth_final_pct: 116.2
  final_common_cell: "clkdlybuf4s50_1"
  most-common-layout-cells: "14 x clkdlybuf4s50_1, 5 x ha_1, 4 x inv_1"
  regArea_um2: 0
  fillers: 408
  final_area_um2: 367.9
  logic_area_um2: 155.1
  fin_util_pct: 10.77
  clock_buffer_count: 0
  seq_cells: 0
worst_setup_path:
  crit_fanout: 3
  cp-start-kind: "input pin"
  critPathArrivalTime_ps: 2520
  crit_required_ps: 3040
  critical_path_class: "in -> out"
  critPathCaptureType: "primary output"
placement:
  dpl.hpwl_um: 518.7
  dpl_cell_area_um2: 367.9
  globalplace.congestion: 0.6977
  port_buffers: 14
run_status:
  status: "finished clean"
global_routing:
  grt_pass1_vias: 184
  antenna_found_initial: 0
  overflow: 0
  grt_use_total_pct: 1.735
  grt_pass1_wl_um: 876
  grt_max_degree: 4
routing:
  n_antenna_cell: 0
  via_per_inst: 2.188
  ant_nets: 0
  firstDrtPassIters: 3
  wl_per_cell_um: 6.963
  vias: 175
  finalWirelength_um: 557
  drt_iter0_drc: 11
  drc: 0
synthesis:
  synth.distinct_cells: 10
  ys_area_um2: 170.2
  postSynthSeqShare_pct: 0
  syn_area_um2: 170.2
  syn_area_per_cell_um2: 8.508
  synth_warnings: 0
  synth_cells: 20
  synth_stat.cells: 20
hold_path:
  hold_class: "in -> out"
floorplan:
  chipArea_mm2: 0.006400
  rows: 21
  fp.dieW_um: 80
  fp-utilization_pct: 4.982
  die_y_um: 80
  core_area_mm2: 0.003416
  io_pins: 14
clock_network:
  postCtsSetupBuffers: 0
  cts.hold.buffers_added: 0
  ctsResizeCount: 0
==> synthesized netlist by cell type (all sizes together) <==
cell,count,area [um2]
xnor2,2,17.52
a21o,2,15.01
nand2,1,3.750
o21ai,1,8.760
inv,4,15.01
ha,5,62.56
fa,1,20.02
xor2,1,8.760
a21oi,3,18.77
==> kinds of logic (layout without fill, tap and decap cells) <==
logic type | after synthesis | after routing | synth area share, %
compound gates | 6 | 6 | 25.00
fa+ha+maj | 6 | 6 | 48.53
simple gates | 1 | 1 | 2.204
buf+inv | 4 | 18 | 8.821
xor+xnor | 3 | 3 | 15.44
==> where the power goes <==
part           switching, mW  total [mW]  internal (mW)  leakage, nW
combinational         0.0163      0.0506         0.0343        0.156
clock                      0           0              0            0
sequential                 0           0              0            0
==> stage by stage <==
stage	instances	setup slack, ps	hold WS (ps)
3_3_place_gp	80	569.7	2599
3_5_place_dp	80	549.4	2612
4_1_cts	80	527.1	2612
6_report	80	523.1	2600
2_1_floorplan	20	1565	1689
5_1_grt	80	418.4	2683
==> final cells by class <==
type / count / area share [%]
inverter: 4 / 4.082
timing repair buffer: 14 / 38.10
multi-input combinational: 16 / 42.18
tap: 46 / 15.65
==> path summary, 6_finish.rpt <==
path	start	to	slack, ps	depth (start not counted)
worst max-delay path	a[0]	sum[2]	520	6
worst min-delay path	b[3]	sum[3]	2600	4
==> worst max-delay path, stage by stage <==
cell and delay, ps:
clkdlybuf4s50_1 460, ha_1 330, a21o_1 170, a21oi_2 150, xnor2_1 130, clkdlybuf4s50_1 500
==> routing by layer <==
| layer | vias to the layer above | share of wire (%) | track usage, % |
|---|---|---|---|
| met2 | 13 | 19 | 1.445 |
| li1 | 95 | - | - |
| met4 | 0 | 0 | 0 |
| met1 | 67 | 59 | 2.982 |
| met3 | 0 | 22 | 1.364 |
| met5 | - | 0 | 0 |
Power figures rest on the tool's default switching activity, not on a simulated workload.

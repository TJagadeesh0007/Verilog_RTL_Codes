==> ./config.mk <==
export PLATFORM = sky130hd
export DESIGN_NAME = addr_sub
export DESIGN_NICKNAME = addr_sub
export VERILOG_FILES = /design/flow/design.v
export SDC_FILE = /design/flow/constraint.sdc
export NUM_CORES = 4
export LEC_CHECK = 1
export CORE_AREA = 10 10 70 70
export DIE_AREA = 0 0 80 80
==> ./run.sh <==
#!/bin/bash
# OpenROAD 26Q1-2900-gdf79404cd8, Yosys 0.63+post, stock flow scripts
make -C /OpenROAD-flow-scripts/flow DESIGN_CONFIG=/design/flow/config.mk WORK_HOME=/design/flow/orfs finish
==> ./design.v <==
module addr_sub (input [3:0]a,b, input cin, output [3:0] sum, output carry);
	wire x,w1,w2,w3;
	assign x = cin;
	full_addr g1 (.a(a[0]), .b(b[0]^x), .cin(cin), .sum(sum[0]), .carry(w1));
	full_addr g2 (.a(a[1]), .b(b[1]^x), .cin(w1), .sum(sum[1]), .carry(w2));
	full_addr g3 (.a(a[2]), .b(b[2]^x), .cin(w2), .sum(sum[2]), .carry(w3));
	full_addr g4 (.a(a[3]), .b(b[3]^x), .cin(w3), .sum(sum[3]), .carry(carry));
endmodule
module full_addr(input a,b,cin, output sum,carry);
	assign sum = a^b^cin;
	assign carry = a&b | (cin&(a^b));
endmodule
==> ./constraint.sdc <==
current_design addr_sub

set clk_period 3.6
set clk_io_pct 0.2

create_clock -name clk0 -period $clk_period

set non_clock_inputs [all_inputs -no_clocks]
set_input_delay [expr $clk_period * $clk_io_pct] -clock clk0 $non_clock_inputs
set_output_delay [expr $clk_period * $clk_io_pct] -clock clk0 [all_outputs]
==> Implementation_results.wiki <==
== Metrics ==
{| class="wikitable"
! Metric !! Value
|-
| Dominant cell type by area after synthesis || fa_1
|-
| Terminating pin of the worst hold path || sum[3]
|-
| Main area contributors || fa_1 (39%), buf_4 (20%), inv_1 (12%), xnor2_1 (11%), xor2_1 (11%)
|-
| Number of rows in the core area || 21
|-
| Total detailed-routing wirelength || 507 µm
|-
| Cell count listed in synth_stat.txt || 17
|-
| Antenna cell count || 0
|-
| Placeable core region || 0.00342 mm²
|-
| Final hold viol count || 0
|-
| Remaining antenna violation count after routing || 0
|-
| Netlist area before placement || about 150 µm²
|-
| Residual DRC || 0
|-
| Clock network fraction of design power || 0
|-
| Number of flip-flops and latches || 0
|-
| I/O pin total || 14
|-
| Instance count along the most critical hold path || 3
|-
| Period Utilization, post-route || 0.976
|-
| Number of warnings in the stage logs || 32
|-
| Relative max-transition margin || 0.858
|-
| Buffer count from post-CTS setup fixing || 0
|-
| Crit start category || input pin
|-
| Overall power consumption || 0.0511 mW
|-
| Count of input and output buffers || 14
|-
| Switching Fraction || 0.322
|-
| Tally of filler cells in the layout || 405
|-
| Sequential element share of the synthesized area || 0
|-
| Sequential standard cell area || 0 µm²
|-
| Via count of the first global-routing pass || 147
|-
| Total global routing overflow || 0
|-
| Combinational power share || 1.000
|-
| Overall routing resource usage || 0.0155
|-
| Chip area line of the yosys report || approximately 150 µm²
|-
| Average cell area after synthesis || 9.05 µm²
|-
| Violation tally from detailed-route iteration zero || 1
|-
| Highest Clock Rate || 285 MHz
|-
| Drt via density || 1.67
|-
| Worst voltage drop across the vdd grid || between 0.00004 and 0.00005 V
|-
| Worst min path class || input pin to primary output
|-
| Iteration tally of the first detailed-router pass || 2
|-
| Unique cell types || 6
|-
| Share of post-route cells with drive strength above 1 || 0.103
|-
| MI comb area || ~110 µm²
|-
| Classification of the worst setup path || input pin to primary output
|-
| Height of the chip || 80 µm
|-
| Chip area || about 0.0064 mm²
|-
| Worst EP required || 2.88 ns
|-
| Power dissipated by switching net loads || 0.0164 mW
|-
| Start point of the worst hold path || a[3]
|-
| Worst path arrival time || approximately 2.8 ns
|-
| Average detailed-routed wire length per instance || 6.76 µm
|-
| Wire length of the first global-routing pass || 765 µm
|-
| Total number of yosys warnings || 0
|-
| Clock buffers || 0
|-
| Cell-internal power || roughly 0.035 mW
|-
| Critical Path Sink Type || primary output
|-
| Core utilization of the finished layout || 0.0985
|-
| Static leakage || about 0.13 nW
|-
| Synth Instances || 17
|-
| Area growth from synthesis to layout || 119%
|-
| Final Critical Period || ~3.5 ns
|-
| Proportion of netlist area held by the largest area contributor || 0.390
|-
| Placer's final routability congestion estimate || 0.681
|-
| Power share of the sequential group || 0
|-
| Total power per unit cell area || around 150 mW/mm²
|-
| Resize count post-CTS || 3
|-
| Count of endpoints failing setup in the final report || 0
|-
| Via count || 125
|-
| Floorplan utilization || 0.0451
|-
| Hold-fix buffer count after cts || 0
|-
| Horiz. Die Dim || 80 µm
|-
| Unrepaired setup endpoints after global routing || no
|-
| Antenna violations before repair || 0
|-
| Max-slew violation total from the final report || 0
|-
| Measured slew at the worst slew-check pin || 0.212 ns
|-
| Total of max-cap violations || 0
|-
| Max FO, Critical Path || 2
|-
| Pin count of the biggest net entering global routing || 4
|-
| Result of the run || complete, no violations
|}
[through the flow]
step / setup TNS (ns) / instances / setup slack, ns / hold slack [ns] / cell area [µm²]
6_report: 0 / 75 / 0.0870 / 2.33 / 337
5_1_grt: 0 / 75 / 0.00904 / 2.37 / 337
4_1_cts: 0 / 75 / 0.0766 / 2.35 / 337
3_5_place_dp: -0.270 / 75 / -0.254 / 2.41 / 337
3_3_place_gp: -0.232 / 75 / -0.232 / 2.41 / 337
2_1_floorplan: 0 / 17 / 0.692 / 1.55 / 154
[cells in the mapped netlist]
cell	instances
fa_1	3
xnor2_1	2
mux2i_1	1
xor2_1	2
inv_1	5
buf_4	4
[logic make-up after synthesis]
logic type | share of synthesized area
xor gates and xnor gates | 0.228
adders and majority gates | 0.390
buffers and inverters | 0.317
muxes | 0.0650
[area by class of cell]
cell class | count | share of cell area
Multi-Input combinational cell | 8 | 0.320
Timing Repair Buffer | 16 | 0.454
Inverter | 5 | 0.0558
Tap cell | 46 | 0.171
[layer usage]
layer	up-vias	wire, µm	GRT usage
met3	0	135	0.0148
met4	0	0	0
met5	-	0	0
met2	14	57	0.00883
met1	44	314	0.0286
li1	67	-	-
[worst max-delay path: stages]
cell	delay, ns
clkdlybuf4s50_1	0.51
mux2i_1	0.10
fa_2	0.36
fa_1	0.36
inv_1	0.07
fa_1	0.40
dlygate4sd2_1	0.27
[power by group through the flow]
stage | Clock [mW] | Sequential, mW | Combinational, mW
CTS | 0 | 0 | 0.0524
global route | 0 | 0 | 0.0581
finish | 0 | 0 | 0.0511
[how the worst max path moves through the flow]
stage	from	cells past startpoint	to	slack (ns)
4_1_cts	b[0]	7	sum[3]	0.08
5_1_grt	b[0]	7	sum[3]	0.009
6_report	b[0]	7	sum[3]	0.09
[cells in the final DEF (no fill, tap or decap)]
master and n:
buf_4 2, clkdlybuf4s50_1 12, dlygate4sd2_1 2, fa_1 2, fa_2 1, inv_1 5
mux2i_1 1, xnor2_1 2, xor2_1 2
Power figures rest on the tool's default switching activity, not on a simulated workload.

File: ./design.v
module four_bit_parallel_addr(input [3:0]a,b, input cin, output [3:0]sum, output carry);
	wire w1,w2,w3;
	full_addr g1(.a(a[0]), .b(b[0]), .cin(cin), .sum(sum[0]), .carry(w1));
	full_addr g2(.a(a[1]), .b(b[1]), .cin(w1), .sum(sum[1]), .carry(w2));
	full_addr g3(.a(a[2]), .b(b[2]), .cin(w2), .sum(sum[2]), .carry(w3));
	full_addr g4(.a(a[3]), .b(b[3]), .cin(w3), .sum(sum[3]), .carry(carry));
endmodule
module full_addr(input a,b,cin, output sum,carry);
	assign sum = a^b^cin;
	assign carry = a&b | (cin&(a^b));
endmodule
File: ./constraint.sdc
current_design four_bit_parallel_addr

set clk_period 3.0
set clk_io_pct 0.2

create_clock -name clk0 -period $clk_period

set non_clock_inputs [all_inputs -no_clocks]
set_input_delay [expr $clk_period * $clk_io_pct] -clock clk0 $non_clock_inputs
set_output_delay [expr $clk_period * $clk_io_pct] -clock clk0 [all_outputs]
File: ./run.sh
#!/bin/bash
# OpenROAD 26Q1-2900-gdf79404cd8, Yosys 0.63+post, stock flow scripts
make -C /OpenROAD-flow-scripts/flow DESIGN_CONFIG=/design/flow/config.mk WORK_HOME=/design/flow/orfs finish
File: ./config.mk
export PLATFORM = sky130hd
export DESIGN_NAME = four_bit_parallel_addr
export DESIGN_NICKNAME = four_bit_parallel_addr
export VERILOG_FILES = /design/flow/design.v
export SDC_FILE = /design/flow/constraint.sdc
export NUM_CORES = 4
export LEC_CHECK = 1
export CORE_AREA = 10 10 70 70
export DIE_AREA = 0 0 80 80
==> run_results.csv <==
group,metric,value,unit
worst_setup_path,critPathCaptureType,"output port",
sta,maxSlewViolCount,0,
synth,synthTopLogicFamily,"adder cells",
pwr,leakage,0.144,nW
place,hpwl,399,um
sta,max_freq,350,MHz
drt,ant_nets,0,
floorplan,ios,14,
synth,synth-seq-area-share,0,
pwr,irDropWorstVdd,0.0000295,V
grt,gr-total-overflow,0,
grt,grt_util_all_layers,0.0125,
synth,yosysWarnings,0,
sta,finalSetupTns,0,ns
synth,netlist_area,148,sq um
synth,muxShareOfSynthArea,0,
clocking,cts_hold_buf,0,
final_layout,design_area,302,sq um
outcome,outcome,"finished clean",
final_layout,flops,0,
synth,ys_cells,18,
grt,grt_max_degree,2,
drt,vias,114,
sta,finalHoldViolCount,0,
worst_setup_path,critPathLaunchType,"input pin",
synth,top_cells_by_area,"fa_1 54%, inv_1 25%, buf_4 20%",
flow_run,warnings,32,
flow_run,cap_violations,0,
pwr,internal-power,27.3,uW
synth,synthCells,18,
floorplan,initCoreUtil,0.0432,
drt,wl_per_cell,5.39,um
pwr,powerDensity,137,mW/mm^2
worst_setup_path,path_class,"in2out",
pwr,seqPwrFrac,0,
drt,drt-initial-drc-count,0,
floorplan,chipArea,0.00640,sq mm
floorplan,placementRows,21,
sta,layout_min_cycle_time,2.85,ns
synth,top_area_frac,0.542,
final_layout,clkbuf_count,0,
synth,synth_cell_types,3,
pwr,p_sw_frac,0.340,
place,place_congestion,0.818,
grt,grt_pass1_wl,641,um
grt,grt_pass1_vias,132,
grt,grt_antenna_before_repair,0,
synth,yosys_area,148,sq um
synth,avgSynthCellArea,8.20,sq um
worst_hold_path,min_path_type,"in2out",
worst_setup_path,cp_data_arrival_time,2.25,ns
place,placed_area,315,sq um
place,post-place-ws,-0.678,ns
sta,period_used_share,0.951,
drt,antenna_cells,0,
final_layout,layout-drive-gt1-share,0.393,
synth,yosysTopAreaCell,"fa_1",
sta,setup_ws,0.147,ns
synth,synthXorXnorAreaFrac,0,
worst_setup_path,worst_ep_required_time,2.40,ns
floorplan,core_area,0.00342,sq mm
synth,synth.most_common_cell,"inv_1",
sta,rsz0062_at_grt,"false",
drt,drc_errors,0,
drt,drt_first_pass_iters,1,
place,io_buffers,14,
pwr,clkPwrFrac,0,
final_layout,regArea,0,sq um
floorplan,dieHeight,80,um
drt,vias_per_cell,1.54,
sta,relSlewSlack,0.932,
drt,wl,399,um
pwr,pwr-share-comb,1.000,
synth,simple_gate_area_frac,0,
floorplan,die_w,80,um
synth,ys_sh_adder,0.542,
sta,setup_violations,0,
pwr,p_switching,14.0,uW
final_layout,area_growth,104,%
sta,worst_pin_slew,0.101,ns
synth,synthAoiAreaFrac,0,
synth,common_cells,"10 x inv_1, 4 x buf_4, 4 x fa_1",
worst_setup_path,cp_max_fo,1,
## worst max-delay path: stages
cell,delay (ns)
buf_2,0.10
inv_2,0.05
fa_2,0.19
inv_2,0.04
fa_2,0.34
fa_2,0.34
inv_2,0.06
fa_1,0.39
inv_1,0.05
buf_2,0.08
## logic make-up after synthesis
logic type | after synthesis
adder cells (fa/ha/maj) | 4
buffers and inverters | 14
## layout by cell type (no fill, tap or decap), drive strengths merged
cell,synthesis,routed
buf,4,4
clkdlybuf4s50,0,6
dlygate4sd2,0,3
dlymetal6s2s,0,1
fa,4,4
inv,10,10
## area by class of cell
cell class | count | area, sq um
fill | 409 | 3110
timing repair buffer | 14 | 119
multi-input combinational | 4 | 87.6
inverter | 10 | 37.5
tap | 46 | 57.6
## metal layers
metal | wire (um) | global-route usage | vias to the layer above
met2 | 67 | 0.0112 | 14
li1 | - | - | 60
met3 | 175 | 0.0205 | 0
met5 | 0 | 0 | -
met4 | 0 | 0 | 0
met1 | 156 | 0.0147 | 40
## stage by stage
stage | instances | utilization | hold WS (ns) | power [mW]
floorplan | 18 | - | 1.42 | 0.0229
global placement | 74 | 0.0923 | 2.24 | 0.0482
detailed placement | 74 | 0.0923 | 2.27 | 0.0490
CTS | 74 | 0.0875 | 1.95 | 0.0435
global route | 74 | 0.0883 | 2.03 | 0.0506
finish | 74 | 0.0883 | 1.95 | 0.0413
## final timing paths
check | start | end | cells past startpoint
hold / removal | b[3] | sum[3] | 5
setup / recovery | a[0] | sum[3] | 10
## what timing repair did
| item | CTS | global route |
|---|---|---|
| pin swaps | 4 | 3 |
| gates resized | 22 | 1 |
| buffers inserted | 0 | 0 |
| endpoints found under the setup margin | 4 | 1 |
## power groups by stage
| stage | Clock, mW | Combinational [mW] | Sequential (mW) |
|---|---|---|---|
| after CTS | 0 | 0.0435 | 0 |
| after global routing | 0 | 0.0506 | 0 |
| final | 0 | 0.0413 | 0 |
No activity file was given, so power comes from the tool's default toggle rates.
